<file path="design/flow/config.mk">
export PLATFORM = sky130hd
export DESIGN_NAME = tictactoe
export DESIGN_NICKNAME = tictactoe
export VERILOG_FILES = /design/flow/design.v
export SDC_FILE = /design/flow/constraint.sdc
export NUM_CORES = 4
export LEC_CHECK = 1
export CORE_UTILIZATION = 30
</file>
<file path="design/flow/constraint.sdc">
current_design tictactoe

set clk_period 4.7
set clk_io_pct 0.2

create_clock -name clk0 -period $clk_period [get_ports {clk}]

set non_clock_inputs [all_inputs -no_clocks]
set_input_delay [expr $clk_period * $clk_io_pct] -clock clk0 $non_clock_inputs
set_output_delay [expr $clk_period * $clk_io_pct] -clock clk0 [all_outputs]
</file>
<file path="design/flow/design.v">
module tictactoe (
    input clk,                
    input rst_n,              
    input [3:0] x_in, y_in,   
    input make_move,          
    output reg [1:0] winner,  
    output reg tie,           
    output [17:0] board       
);
    localparam S_IDLE       = 3'b000;
    localparam S_P1_TURN    = 3'b001;
    localparam S_P2_TURN    = 3'b010;
    localparam S_CHECK_WIN  = 3'b011;
    localparam S_END_GAME   = 3'b100;
    reg [2:0] state;
    reg [1:0] player_turn;  
    reg [3:0] moves_count;  
    reg [1:0] unpacked_board [0:2][0:2];
    integer i, j;
    initial begin
        i = 0;
        j = 0;
    end
    always @(posedge clk or negedge rst_n) begin
        if (!rst_n) begin
            state <= S_IDLE;
            player_turn <= 2'b01;
            winner <= 2'b00;
            tie <= 1'b0;
            moves_count <= 4'b0000;
            for (i = 0; i < 3; i = i + 1) begin
                for (j = 0; j < 3; j = j + 1) begin
                    unpacked_board[i][j] <= 2'b00;
                end
            end
        end else begin
            case(state)
                S_IDLE: begin
                    state <= S_P1_TURN;
                end
                S_P1_TURN: begin
                    if (make_move) begin
                        if (unpacked_board[y_in][x_in] == 2'b00) begin
                            unpacked_board[y_in][x_in] <= 2'b01;  
                            moves_count <= moves_count + 1;
                            state <= S_CHECK_WIN;
                            player_turn <= 2'b10;
                        end
                    end
                end
                S_P2_TURN: begin
                    if (make_move) begin
                        if (unpacked_board[y_in][x_in] == 2'b00) begin
                            unpacked_board[y_in][x_in] <= 2'b10;  
                            moves_count <= moves_count + 1;
                            state <= S_CHECK_WIN;
                            player_turn <= 2'b01;
                        end
                    end
                end
                S_CHECK_WIN: begin
                    if (check_win(2'b01)) begin
                        winner <= 2'b01;
                        state <= S_END_GAME;
                    end else if (check_win(2'b10)) begin
                        winner <= 2'b10;
                        state <= S_END_GAME;
                    end else if (moves_count == 9) begin
                        tie <= 1'b1;
                        state <= S_END_GAME;
                    end else begin
                        state <= (player_turn == 2'b01) ? S_P1_TURN : S_P2_TURN;
                    end
                end
                S_END_GAME: begin
                end
            endcase
        end
    end
    assign board = {
        unpacked_board[0][0], unpacked_board[0][1], unpacked_board[0][2],
        unpacked_board[1][0], unpacked_board[1][1], unpacked_board[1][2],
        unpacked_board[2][0], unpacked_board[2][1], unpacked_board[2][2]
    };
    function check_win;
        input [1:0] player;
        reg temp_winner;
        integer x, y;   
        begin
            temp_winner = 1'b0;
            for (y = 0; y < 3; y = y + 1) begin
                if (unpacked_board[y][0] == player && unpacked_board[y][1] == player && unpacked_board[y][2] == player) begin
                    temp_winner = 1'b1;
                end
            end
            for (x = 0; x < 3; x = x + 1) begin
                if (unpacked_board[0][x] == player && unpacked_board[1][x] == player && unpacked_board[2][x] == player) begin
                    temp_winner = 1'b1;
                end
            end
            if (unpacked_board[0][0] == player && unpacked_board[1][1] == player && unpacked_board[2][2] == player) begin
                temp_winner = 1'b1;
            end
            if (unpacked_board[0][2] == player && unpacked_board[1][1] == player && unpacked_board[2][0] == player) begin
                temp_winner = 1'b1;
            end
            check_win = temp_winner;
        end
    endfunction
endmodule
</file>
<file path="design/flow/run.sh">
#!/bin/bash
# OpenROAD 26Q1-2900-gdf79404cd8, Yosys 0.63+post, stock flow scripts
make -C /OpenROAD-flow-scripts/flow DESIGN_CONFIG=/design/flow/config.mk WORK_HOME=/design/flow/orfs finish
</file>
==> out/results.ini <==
[outcome]
status = finished, final reports clean

[clocking]
clock_latency_ns = 0.29
clockBufferDepth = 2
cts_root_buffer = clkbuf_8
cts_tree = yes
clkTransAtPathRegs_ns = 0.07
cts_buffers = 5
post-cts-setup-buffers = 0
postCtsResizedCells = 0
clock-sinks = 30
cts_hold_buf = 0
cts-htree-levels = 2

[floorplanning]
fp-row-count = 27
dieArea_um2 = 6100
die_w_um = 78.1
pin_count = 32
core-area_um2 = 5540
initial_core_util = 0.313
dieHeight_um = 78.1

[worst_setup_path]
endpoint_kind = flip-flop
arrival_ns = 4.42
cpMostUsedCell = fa_1
critPathKind = in2reg
path_max_fanout = 10
reg2reg_slack_ns = 2.30
worstPathCellList = clkdlybuf4s50_1 > fa_1 > ha_1 > fa_1 > xnor3_2 > xnor2_2 > or4_4 > a21oi_2 > or2_1 > and2b_2 > mux2i_1
required_ns = 4.92
cpMaxStageDelayCell = clkdlybuf4s50_1
start_kind = input pin
cpPeakStageDelay_ns = 0.52

[timing]
drv_slew = 0
finalClockPeriodUsage = 0.895
min_period_ns = 4.21
clock_skew_ns = 0.00710
setup_viol = 0
final-hold-violation-count = 0
rsz0062_at_grt = no
max_freq_mhz = 238
tns_ns = 0

[routing]
drc_errors = 0
antenna_cells = 0
post_drt_via_cell_ratio = 5.00
ant_nets = 0
wl_mm = 4.18
wl_per_cell_um = 14.8
firstDrtPassIters = 5
drtIter0Drc = 84
num_vias = 1410

[global_routing]
grt_max_degree = 31
grt_pass1_wl_mm = 7.09
first_global_vias = 1426
grt_usage = 0.153
grt-ovfl-total = 0
antenna_found_initial = 0

[yosys]
top_cell_area_share = 0.403
synth.most_common_cell = dfrtp_1
top_logic_kind = simple AND/OR/NAND/NOR gates
edf_count = 0
yosys.area_share.simple = 0.205
yosys-top-cells-area = dfrtp_1 (40%), nand2b_1 (4.7%), fa_1 (3.5%)
yosysCellCount = 172
yosys.area_share.aoi = 0.195
synth-main-ff-cell = dfrtp_1
synthMuxAreaShare = 0.0122
synth_area_um2 = 1740
ys_types = 51
fa_ha_area_frac = 0.0634
ys_area_um2 = 1740
synth_warnings = 2
synthTopCellsByCount = dfrtp_1 (28), nand2b_1 (13), inv_1 (12), nand2_1 (9), nor2_1 (9)
synthArstFlopShare = 1.00
ys_seq_elements = 30
top_area_cell = dfrtp_1
synthCells = 172
syn_avg_cell_area_um2 = 10.1
ys_sh_xor = 0.0483
synth.yosys.seq_area_share = 0.434

[layout]
drive_above_1_share = 0.119
n_fill_cell = 547
syn_to_final_growth_pct = 28.5
final_cells = 282

[placement]
place_inst = 274
dp_hpwl_mm = 3.09
port-buffer-count = 31
gp_congestion = 0.895

[power_and_ir_drop]
p_leak_nw = 0.946
irDropWorstVdd_mv = 0.243
powerDensity_nw_per_um2 = 534

[flow_run]
warning_count = 26
drv_cap = 0

[hold_path]
hold_path_class = reg2reg

## through the flow
stage | area [um^2] | setup WS, ns | power (mW) | util | hold slack [ns]
CTS | 2230 | 0.499 | 1.20 | 0.403 | 0.480
finish | 2230 | 0.494 | 1.19 | 0.403 | 0.468
detailed placement | 2140 | 0.209 | 0.970 | 0.386 | 0.463
global placement | 2140 | 0.229 | 0.974 | 0.386 | 0.459
floorplan | 1740 | 0.868 | 0.752 | - | 0.407
global route | 2230 | 0.309 | 1.28 | 0.403 | 0.515
## placed cells by master, fill, tap and decap left out, types with 4 or more instances in the layout
cell type,count
clkdlybuf4s50_1,31
dfrtp_1,28
nand2b_1,13
inv_1,12
nor2_1,9
nand2_1,9
o21bai_1,7
nand3_1,6
clkbuf_8,6
a21oi_1,5
o22ai_1,5
o21ai_0,5
nor3_1,4
nand3b_1,4
a31oi_1,4
a21o_1,4
ha_1,4
## layer usage
layer / vias up / GRT usage / share of wire
li1: 697 / - / -
met1: 658 / 0.260 / 0.53
met2: 44 / 0.200 / 0.39
met3: 11 / 0.0366 / 0.048
met4: 0 / 0.0389 / 0.029
met5: - / 0 / 0
## path summary, 6_finish.rpt
| path | startpoint | end | cells after the start |
|---|---|---|---|
| worst max-delay path | y_in[1] | moves_count[1]$_DFFE_PN0P_ | 11 |
| worst min-delay path | tie$_DFFE_PN0P_ | tie$_DFFE_PN0P_ | 2 |
| worst max register to register | unpacked_board[3][0]$_DFFE_PN0P_ | moves_count[1]$_DFFE_PN0P_ | 7 |
| worst min register to register | tie$_DFFE_PN0P_ | tie$_DFFE_PN0P_ | 2 |
| max in group asynchronous | rst_n | player_turn[0]$_DFF_PN1_ | 2 |
| min in group asynchronous | rst_n | unpacked_board[4][1]$_DFFE_PN0P_ | 2 |
## layout make-up
cell class	count	area (um^2)	area share
multi-input combinational	126	915	0.410
clock buffer	6	82.6	0.0370
sequential	30	753	0.338
tap	72	90.1	0.0404
clock inverter	2	12.5	0.00561
inverter	12	45.0	0.0202
timing repair buffer	34	333	0.149
## critical path: cells and delay by family
kind	cells	cell delay [ns]
xor+xnor	2	0.58
compound gates	1	0.15
buf+inv	1	0.52
simple gates	3	1.05
fa+ha+maj	3	1.01
mux	1	0.18
## registers in the layout, summed over array words and instances, names as in the netlist
name	flops
moves_count	4
player_turn	1
state	4
tie	1
unpacked_board	18
winner	2
## logic make-up after synthesis
| group | Yosys count |
|---|---|
| and+or+nand+nor | 62 |
| DFF | 30 |
| muxes | 2 |
| buffers and inverters | 16 |
| AOI/OAI and AO/OA | 47 |
| other | 1 |
| xor gates and xnor gates | 7 |
| adders and majority gates | 7 |
## report_power, final
part	internal, mW	switching (mW)	leakage, nW
combinational	0.284	0.223	0.536
clock	0.117	0.104	0.0472
sequential	0.356	0.108	0.363
total	0.758	0.434	0.946
No activity file was given, so power comes from the tool's default toggle rates.
